<file path="/design/flow/run.sh">
#!/bin/bash
# OpenROAD 26Q1-2900-gdf79404cd8, Yosys 0.63+post, stock flow scripts
make -C /OpenROAD-flow-scripts/flow DESIGN_CONFIG=/design/flow/config.mk WORK_HOME=/design/flow/orfs finish
</file>
<file path="/design/flow/config.mk">
export PLATFORM = sky130hd
export DESIGN_NAME = CLK_2_MODULE
export DESIGN_NICKNAME = CLK_2_MODULE
export VERILOG_FILES = /design/flow/design.v
export SDC_FILE = /design/flow/constraint.sdc
export NUM_CORES = 4
export LEC_CHECK = 1
export CORE_UTILIZATION = 50
</file>
<file path="/design/flow/design.v">
module CLK_1_MODULE (
    clk,
    rst_n,
    in_valid,
    seed_in,
    out_idle,
    out_valid,
    seed_out,
    clk1_handshake_flag1,
    clk1_handshake_flag2,
    clk1_handshake_flag3,
    clk1_handshake_flag4
);
input clk;
input rst_n;
input in_valid;
input [31:0] seed_in;
input out_idle;
output reg out_valid;
output reg [31:0] seed_out;
input clk1_handshake_flag1;
input clk1_handshake_flag2;
output clk1_handshake_flag3;
output clk1_handshake_flag4;
always @(posedge clk or negedge rst_n) begin
	if (!rst_n) begin
		seed_out  <= 0;
		out_valid <= 0;
	end
	else begin
		seed_out  <= (in_valid && out_idle)? seed_in : seed_out;
		out_valid <= (in_valid && out_idle);
	end
end
endmodule
module CLK_2_MODULE (
    clk,
    rst_n,
    in_valid,
    fifo_full,
    seed,
    out_valid,
    rand_num,
    busy,
    handshake_clk2_flag1,
    handshake_clk2_flag2,
    handshake_clk2_flag3,
    handshake_clk2_flag4,
    clk2_fifo_flag1,
    clk2_fifo_flag2,
    clk2_fifo_flag3,
    clk2_fifo_flag4
);
input clk;
input rst_n;
input in_valid;
input fifo_full;
input [31:0] seed;
output reg out_valid;
output [31:0] rand_num;
output reg busy;
input handshake_clk2_flag1;
input handshake_clk2_flag2;
output handshake_clk2_flag3;
output handshake_clk2_flag4;
input clk2_fifo_flag1;
input clk2_fifo_flag2;
output clk2_fifo_flag3;
output clk2_fifo_flag4;
parameter IDLE = 2'd0;
parameter LOAD_SEED = 2'd1;
parameter GENERATING = 2'd2;
reg [1:0] current_state, next_state;
reg [31:0] mid_result, next_mid_result;
reg [31:0] rand_result;
function [31:0] xorshift;
    input [31:0] x;
    begin
        x = x ^ (x << 13);
        x = x ^ (x >> 17);
        x = x ^ (x << 5);
        xorshift = x;
    end
endfunction
always @ (posedge clk or negedge rst_n) begin
    if (!rst_n)
        current_state <= IDLE;
    else
        current_state <= next_state;
end
always @ (*) begin
    next_state = current_state;
    case (current_state)
        IDLE:         if (in_valid)        next_state = LOAD_SEED;
        LOAD_SEED:                         next_state = GENERATING;
        GENERATING:   if (clk2_fifo_flag1) next_state = IDLE;
    endcase
end
always @ (posedge clk or negedge rst_n) begin
    if (!rst_n)
        mid_result <= 32'd0;
    else
        mid_result <= next_mid_result;
end
always @ (*) begin
    next_mid_result = mid_result;
    case (current_state)
        LOAD_SEED:   next_mid_result = seed;
        GENERATING:    if (!fifo_full)
                        next_mid_result = xorshift(mid_result);
    endcase
end
assign rand_num = xorshift(mid_result);
always @ (*) begin
    if (current_state == GENERATING && !fifo_full) begin
        busy = 1;
        out_valid = 1;
    end 
	else begin
        busy = 0;
        out_valid = 0;
    end
end
endmodule
module CLK_3_MODULE (
    clk,
    rst_n,
    fifo_empty,
    fifo_rdata,
    fifo_rinc,
    out_valid,
    rand_num,
    fifo_clk3_flag1,
    fifo_clk3_flag2,
    fifo_clk3_flag3,
    fifo_clk3_flag4
);
input clk;
input rst_n;
input fifo_empty;
input [31:0] fifo_rdata;
output fifo_rinc;
output reg out_valid;
output reg [31:0] rand_num;
input fifo_clk3_flag1;
input fifo_clk3_flag2;
input fifo_clk3_flag3;
input fifo_clk3_flag4;
reg [8:0] counter;
assign fifo_rinc = ~fifo_empty;
always @ (posedge clk or negedge rst_n) begin
    if (!rst_n)
        counter <= 9'd0;
    else begin
        case (fifo_clk3_flag2)
            1'b1: begin
                if (counter < 9'd256)
                    counter <= counter + 9'd1;
                else
                    counter <= 9'd0;
            end
            default: counter <= 9'd0;
        endcase
    end
end
always @ (posedge clk or negedge rst_n) begin
    if (!rst_n)
        out_valid <= 1'b0;
    else begin
        out_valid <= (fifo_clk3_flag2 && counter < 9'd256);
    end
end
always @ (posedge clk or negedge rst_n) begin
    if (!rst_n)
        rand_num <= 32'd0;
    else begin
        case (fifo_clk3_flag2)
            1'b1: begin
                if (counter < 9'd256)
                    rand_num <= fifo_rdata;
                else
                    rand_num <= 32'd0;
            end
            default: rand_num <= 32'd0;
        endcase
    end
end
endmodule
</file>
<file path="/design/flow/constraint.sdc">
current_design CLK_2_MODULE

set clk_period 3.7
set clk_io_pct 0.2

create_clock -name clk0 -period $clk_period [get_ports {clk}]

set non_clock_inputs [all_inputs -no_clocks]
set_input_delay [expr $clk_period * $clk_io_pct] -clock clk0 $non_clock_inputs
set_output_delay [expr $clk_period * $clk_io_pct] -clock clk0 [all_outputs]
</file>
==> qor.txt <==
Status -> completed
Post_cts resized -> 0
Worst Tran Pin Value -> 869 ps
Setup CP Type -> in2out
WHS -> 486 ps
FP Rows -> 26
Netlist Area Pre-Place -> 2660 um^2
Final Cycle Share -> 81.0%
Logic area -> 1640 um^2
Max cap viols -> 0
First-pass GRT wire length -> 9580 um
Tool warnings -> 29
Syn Area/Cell -> 11.2 um^2
R2r worst-path depth -> 3
Residual DRC -> 0
Core region area -> 5110 um^2
Static leakage -> 1.53 nW
Crit path launch -> fifo_full
Arrival time worst endpoint -> 2260 ps
CTS tree -> done
Setup Buffers After CTS -> 0
N_diodes -> 0
Vias per cell -> 5.34
Max FO, Critical Path -> 14
Synth area leader -> dfrtp_1
Wire per inst -> 16.6 um
HP Class -> reg2reg
Final wirelength -> 6100 um
HPWL Detailed -> 4230 um
Ratio of cells with drive above 1 in the final layout -> 6.71%
Die footprint -> 5610 um^2
Vias in the first global route -> 1824
FF-to-FF setup slack -> 1740 ps
Drt initial violations -> 73
RSZ-0062 raised after global routing -> no
Synth top area share -> 32.0%
Placed Cells -> 360
Antenna-violating nets left -> 0
Cell Pwr Density -> 1290 nW/um^2
Root buffer cell -> clkbuf_8
Initial antenna violation count -> 0
Worst setup SP type -> input port
Crit path DRT -> 2960 ps
Largest net degree at the start of global routing -> 36
Filler instances -> 430
Gpl congestion -> 0.891
Layout area overhead -> 30.3%
Peak supply drop -> 0.000778 V
Ys Warns -> 5
Vias -> 1964
Ys flops -> 35
Sequential Area -> 877 um^2
Final setup viols -> 0
Sequential area share after synthesis -> 33.0%
CTS Hold Bufs -> 0
Late-Pin Clk Latency -> 290 ps
Ys cells -> 237
Most frequent logic cell in the layout -> clkdlybuf4s50_1
Sink Count -> 35
Setup TNS -> 0 ps
Drt first pass iters -> 6
Most frequent cells in the layout -> 70 x clkdlybuf4s50_1, 34 x dfrtp_1, 27 x xnor2_1
FF-to-FF Start -> current_state[1]
Port bufs -> 70
GR Util All Layers -> 23.9%
Min Clock Period, post-route -> 3000 ps
Fp util -> 52.0%
CTS H-tree lvls -> 2
Yosys chip area -> 2660 um^2
Final Skew -> 7.29 ps
Synth cell types -> 37
Final hold violation count -> 0
Top cells, area -> dfrtp_1 32%, xnor3_1 10%, xnor2_1 8.9%, xor3_1 6.3%, o21a_1 5.1%
Slew HR -> 42.1%
FF-to-FF End -> mid_result[6]
Crit path to -> out_valid
Mapped Cells -> 237
I/O pins -> 78
DIE HEIGHT -> 74.9 um
Die width -> 74.9 um
Setup crit end kind -> output pin
Max Freq -> 0.334 GHz
Slew Limit Fails -> 0
Worst-path clk slew -> 80 ps
Fin cells -> 368
Num CTS Buffers -> 5
CTS max path bufs -> 2
Final core occ -> 67.8%
Global route overflow -> 0
[how the worst min path moves through the flow]
stage     cells past startpoint               end              from  slack [ps]
4_1_cts                       2  current_state[0]  current_state[0]         490
5_1_grt                       2  current_state[0]  current_state[0]         520
6_report                      2  current_state[0]  current_state[0]         490
[layout make-up]
type	instances	share of cell area, %
Multi-Input combinational cell	172	47.3
Sequential cell	35	25.3
Timing Repair Buffer	75	21.3
Tap cell	70	2.53
Clock buffer	7	2.49
Inverter	8	0.867
Clock inverter	1	0.145
[cell families after synthesis]
kind of cell    synth area share, %
other cells                   0.141
simple gates                   8.20
mux                           0.754
buf+inv                        5.75
flops                          33.0
compound gates                 19.1
xor+xnor                       33.1
[registers in the layout, summed over array words and instances, names as in the netlist]
register / flops
mid_result: 32
current_state: 3
[Yosys cell counts]
library cell and count:
xor2_2 2, o221ai_1 2, nand3_1 2, dfrtp_1 34, buf_4 5, a31oi_1 5
nor2b_1 6, xnor2_2 3, xnor2_4 1, o211ai_1 3, buf_2 8, a211oi_1 5
o221a_2 1, clkbuf_1 9, o32ai_1 2, xor2_1 11, a211o_1 8, or3_1 7
o21ai_0 9, xnor2_1 27, nand2b_1 2, buf_1 3, mux2i_1 2, and3_1 2
nor3_1 4, inv_1 8, o221a_1 1, nor2_1 1, xor3_1 7, dfstp_2 1
and2_1 10, xnor3_1 12, a221o_1 10, conb_1 1, a21o_1 1, o21a_1 18
nand2_1 4
[routing by layer]
metal / up-vias / routed length [um] / track usage [%]
met3: 6 / 390 / 4.75
li1: 951 / - / -
met4: 0 / 62 / 2.10
met1: 932 / 2920 / 40.2
met2: 75 / 2730 / 35.3
met5: - / 0 / 0
[power breakdown]
part | internal [mW] | switching, mW | leakage [nW]
sequential | 0.541 | 0.271 | 0.433
combinational | 2.36 | 1.00 | 1.04
clock | 0.150 | 0.147 | 0.0482
total | 3.05 | 1.42 | 1.53
[stage by stage]
step | total power, mW | instance area, um^2 | setup slack (ps)
CTS | 4.52 | 3460 | 697
global route | 4.86 | 3460 | 639
floorplan | 2.48 | 2670 | 1530
detailed placement | 4.17 | 3370 | 709
global placement | 4.18 | 3370 | 700
finish | 4.47 | 3460 | 704
[critical path: stages]
cell	delay, ps
clkdlybuf4s50_1	610
nand2b_1	290
inv_1	140
clkdlybuf4s50_1	470
No activity file was given, so power comes from the tool's default toggle rates.
